File: flow/design.v
module ram_memory(
  input clk,
  input [ADDR_WIDTH-1:0] addr,
  input [7:0] data_in,
  input rd,
  input we,
  output reg [7:0] data_out
);
  parameter integer ADDR_WIDTH = 8;
  reg [7:0] ram[0:(2 ** ADDR_WIDTH)-1]  ;
  parameter FILENAME = "";
  initial
  begin
    if (FILENAME!="")
		  $readmemh(FILENAME, ram);
  end
  always @(posedge clk)
  begin
    if (we)
      ram[addr] <= data_in;
    if (rd)
      data_out <= ram[addr];
  end
endmodule
File: flow/run.sh
#!/bin/bash
# OpenROAD 26Q1-2900-gdf79404cd8, Yosys 0.63+post, stock flow scripts
make -C /OpenROAD-flow-scripts/flow DESIGN_CONFIG=/design/flow/config.mk WORK_HOME=/design/flow/orfs finish
File: flow/config.mk
export PLATFORM = sky130hd
export DESIGN_NAME = ram_memory
export DESIGN_NICKNAME = ram_memory
export VERILOG_FILES = /design/flow/design.v
export SDC_FILE = /design/flow/constraint.sdc
export NUM_CORES = 4
export LEC_CHECK = 1
export CORE_UTILIZATION = 40
File: flow/constraint.sdc
current_design ram_memory

set clk_period 16.1
set clk_io_pct 0.2

create_clock -name clk0 -period $clk_period [get_ports {clk}]

set non_clock_inputs [all_inputs -no_clocks]
set_input_delay [expr $clk_period * $clk_io_pct] -clock clk0 $non_clock_inputs
set_output_delay [expr $clk_period * $clk_io_pct] -clock clk0 [all_outputs]
==> run_results.csv <==
group,metric,value,unit
placement,dpl_cell_area,0.0827,mm²
timing,max_slew.worst_pin.slew,1260,ps
clock_tree,cts_hold_buffers,0,
power_and_ir_drop,power.density,123,mW/mm²
finish,comb_area,0.0158,mm²
worst_setup_path,crit_type,"in -> reg",
worst_setup_path,cpMaxStageDelayCell,"o41ai_1",
finish,layout-drive-gt1-share,26.0,%
timing,finalSetupTns,0,ps
worst_setup_path,slowest_delay,1080,ps
finish,mostFrequentLayoutCell,"edfxtp_1",
power_and_ir_drop,ir_drop,111,µV
power_and_ir_drop,p_total,11.0,mW
worst_setup_path,crit_chain,"buf_8, buf_4, buf_4, buf_4, buf_4, mux4_2, a22oi_1, a21oi_1, o41ai_1, nand4_1",
route,drc,0,
finish,area_delta_synth_final,13.5,%
clock_tree,cts_buffer_depth,3,
synth,yosysCellCount,3547,
route,postRouteAntennaNets,0,
timing,finalMaxSlewViolations,0,
floorplanning,fp.dieW,445,µm
synth,numSynthFlops,2056,
global_route,grt_remaining_overflow,0,
placement,numPlacedInstances,6171,
clock_tree,path_clk_slew,60,ps
clock_tree,clockRootBuffer,"clkbuf_16",
route,vias,36900,
placement,dp_hpwl,112,mm
global_route,antenna_found_initial,3,
synth,yosys_warnings,1,
worst_setup_path,cp-start-kind,"input pin",
worst_setup_path,cp-end-kind,"flop",
finish,fillers,15900,
floorplanning,io_pins,27,
synth,yosysUniqueCellTypes,21,
floorplanning,fp-row-count,162,
worst_setup_path,path_buffers,5,
synth,avgSynthCellArea,22.2,µm²
worst_setup_path,cp_common_cell,"buf_4",
finish,design_area,0.0892,mm²
timing,slew_headroom,15.2,%
floorplanning,core-area,0.195,mm²
worst_setup_path,cp.arrival,8420,ps
power_and_ir_drop,p_leak,27.0,nW
worst_setup_path,worstPathRequired,16610,ps
finish,stdcell_count,6546,
finish,final-seq-area,0.0617,mm²
run_status,status,"finished clean",
worst_setup_path,cp_top_family,"buffers and inverters",
worst_setup_path,cp_max_fo,48,
timing,hold_viol_final,0,
global_route,grt_pass1_wl,277,mm
run,cap_viol_max_count,0,
clock_tree,cts_made_buffers,202,
route,drtIter0Drc,2510,
synth,synthCells,3547,
timing,max_freq,126,MHz
floorplanning,die_height,445,µm
timing,rsz0062_at_grt,"no",
synth,ys_area,0.0786,mm²
clock_tree,clk_latency,860,ps
clock_tree,cts_resized,0,
global_route,grt_max_degree,97,
synth,ys_seq_share,78.6,%
route,first_pass_iters,8,
global_route,grt_pass1_vias,41100,
hold_path,hp-class,"reg -> reg",
timing,clock-skew-final,47.4,ps
synth,syn_area,0.0786,mm²
clock_tree,cts_tree,"built",
run,warnings,26,
clock_tree,clock-sinks,2056,
floorplanning,initCoreUtil,40.3,%
global_route,track_usage,21.4,%
clock_tree,htree_levels,4,
floorplanning,die_area,0.198,mm²
placement,io_buffers,26,
route,wl,189,mm
finish,final_cell_mix,"edfxtp_1 (2,056), mux4_2 (512), a22oi_1 (256)",
route,vias_per_cell,5.64,
route,wl_per_cell,28.8,µm
worst_setup_path,r2r_slack,13090,ps
clock_tree,post_cts_buffers,0,
timing,min_period,7910,ps
placement,finalWeightedCongestion,0.864,
timing,finalCritPeriodShare,49.2,%
timing,setup_violations,0,
-- sequential cells by signal (all words and copies together) (netlist names) --
signal / flops
data_out: 8
ram: 2048
-- synth_stat cells --
library cell     n  area, µm²
edfxtp_1      2056      61700
a22oi_1        256       1920
buf_6           16        180
and2_1           3       18.8
nand2_1         28        105
a21oi_1        128        641
nor3_1          30        150
nor2b_1          7       43.8
nor2_1         232        871
or2_2            2       12.5
clkbuf_1       145        544
buf_2           36        180
or3_1            1       6.26
nand4_1          8       50.1
buf_1           19       71.3
nand2b_1         6       37.5
inv_1            1       3.75
nand3_1         13       65.1
buf_4           16        120
o41ai_1         32        280
mux4_2         512      11500
-- logic make-up after synthesis --
group                  synth area share, %
AND/OR/NAND/NOR                       1.73
AND-OR/OR-AND                         3.62
multiplexers                          14.7
flip-flops                            78.6
buffers and inverters                 1.40
-- per-layer routing --
metal  GRT usage [%]  share of wire, %  up-vias
met5            1.05             0.054        -
met4            5.45               3.2        4
met3            15.2                16      300
met2            30.9                47     2083
met1            27.3                33    19000
li1                -                 -    15500
-- cell type report --
class	instances	area share [%]
Antenna cell	2	0.00561
Clock buffer	247	5.86
Clock inverter	126	1.39
Inverter	1	0.00421
Multi-Input combinational cell	1258	17.7
Sequential cell	2056	69.2
Tap cell	2624	3.68
Timing Repair Buffer	232	2.11
-- power by group --
group          switching [mW]  total, mW  internal (mW)
clock network            1.99       4.59           2.60
logic                   0.312      0.479          0.167
registers             0.00714       5.91           5.90
total                    2.31       11.0           8.67
-- metrics by stage --
| stage | hold WS (ps) | setup WS, ps | util, % |
|---|---|---|---|
| after floorplan | 896 | 10660 | - |
| after global placement | 1020 | 7210 | 42.4 |
| after detailed placement | 991 | 7280 | 42.4 |
| after CTS | 1000 | 8140 | 45.7 |
| after global routing | 1090 | 7640 | 45.7 |
| final | 995 | 8190 | 45.7 |
-- worst register-to-register path: stages, from the launching register on --
cell      delay, ps
edfxtp_1        360
mux4_2          520
a22oi_1         340
a21oi_1         210
o41ai_1        1090
nand4_1         160
-- worst paths after layout --
check	from	endpoint	cells after the start
max reg2reg	ram[35][4]	data_out[4]	5
max	addr[0]	data_out[7]	10
min	ram[165][4]	data_out[4]	5
min reg2reg	ram[165][4]	data_out[4]	5
Power and IR drop assume default switching activity.
